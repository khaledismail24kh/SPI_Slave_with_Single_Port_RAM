## design/flow/design.v

```verilog
module RAM #(
    parameter MEM_DEPTH = 256,
    parameter ADDR_SIZE = 8     
)(
    input  clk,
    input  rst_n,  
    input  rx_valid, 
    input  [9:0] din,
    output reg [7:0] dout,
    output reg tx_valid    
);
    localparam [1:0] OPC_HOLD_ADDR1 = 0 ;  
    localparam [1:0] OPC_WRITE      = 1 ;  
    localparam [1:0] OPC_HOLD_ADDR2 = 2 ;  
    localparam [1:0] OPC_READ       = 3 ;  
    localparam WORD_SIZE = 8;
    reg [WORD_SIZE-1:0] mem [0:MEM_DEPTH-1];
    reg [ADDR_SIZE-1:0] address_reg;
    wire [1:0] opcode = din[9:8];
    wire [WORD_SIZE-1:0] load = din[7:0];
    always @(posedge clk) begin
        if (!rst_n) begin
            address_reg <= 0;
            dout <= 0;
            tx_valid <= 0;
        end else begin
            if(tx_valid) tx_valid <= 0;
            if (rx_valid) begin
                case (opcode)
                    OPC_HOLD_ADDR1,
                    OPC_HOLD_ADDR2: 
                        address_reg <= load[ADDR_SIZE-1:0];
                    OPC_WRITE: 
                        mem[address_reg] <= load;
                    OPC_READ: begin
                        dout <= mem[address_reg];
                        tx_valid <= 1;
                    end
                endcase
            end
        end
    end
endmodule
```

## design/flow/run.sh

```bash
#!/bin/bash
# OpenROAD 26Q1-2900-gdf79404cd8, Yosys 0.63+post, stock flow scripts
make -C /OpenROAD-flow-scripts/flow DESIGN_CONFIG=/design/flow/config.mk WORK_HOME=/design/flow/orfs finish
```

## design/flow/config.mk

```make
export PLATFORM = sky130hd
export DESIGN_NAME = RAM
export DESIGN_NICKNAME = RAM
export VERILOG_FILES = /design/flow/design.v
export SDC_FILE = /design/flow/constraint.sdc
export NUM_CORES = 4
export LEC_CHECK = 1
export CORE_UTILIZATION = 40
```

## design/flow/constraint.sdc

```tcl
current_design RAM

set clk_period 63.2
set clk_io_pct 0.2

create_clock -name clk0 -period $clk_period [get_ports {clk}]

set non_clock_inputs [all_inputs -no_clocks]
set_input_delay [expr $clk_period * $clk_io_pct] -clock clk0 $non_clock_inputs
set_output_delay [expr $clk_period * $clk_io_pct] -clock clk0 [all_outputs]
```

==> GITHUB_STEP_SUMMARY <==
### Yosys + OpenROAD results

| Metric | Value |
|---|---|
| Status | finished clean |
| Post-route minimum period | 15.60 ns |
| Least-Margin Pin Slew | 1.07 ns |
| CP top delay family | buffers and inverters |
| M1 WL | between 70000 and 80000 um |
| Vias in the first global route | 44000 |
| Period utilization | 24.7% |
| Drt total wl | 209000 um |
| Core area | ~200000 sq um |
| Comb. cell area | 17100 sq um |
| Hold crit path type | flop to flop |
| Setup crit start kind | primary input |
| Global Route Usage Sum | about 23% |
| Post-layout util | ~46% |
| Post-Synthesis Cells | about 3900 |
| Synth area leaders | edfxtp_1, mux4_2, mux2i_1 |
| Chip area line of the yosys report | 80200 sq um |
| Post-synth top area cell | edfxtp_1 |
| # DRC | 0 |
| DP Wirelength | roughly 130000 um |
| Vias per inst | 5.74 |
| Final Max Tran Viols | 0 |
| # hold bufs at CTS | 0 |
| Yosys cell count | 3933 |
| DRT antenna net count | 0 |
| Clock Tree Root | clkbuf_16 |
| TritonRoute pass-1 iters | 5 |
| Die height | 450 um |
| Lkg Pwr | roughly 27 nW |
| Yosys warning tally | 1 |
| Top Layout Cells | edfxtp_1, mux4_2, nor2_1 |
| H-tree Lvls | 4 |
| Critical path buffers and inverters | 4 |
| Postcts setup bufs | 0 |
| Inserted Clock Buffers | 200 |
| Syn avg cell area | 20.4 sq um |
| Critical Path Stages | 7 |
| TNS Setup | 0 ns |
| Fmax | roughly 0.064 GHz |
| Floorplan core density | 40.4% |
| Fill cell count | 16300 |
| Final hold vios | 0 |
| Global-route wire length before repair | between 300000 and 400000 um |
| Pwr/cell area | 31.1 nW/um^2 |
| Highest metal used | met5 |
| # rows | 163 |
| WL/cell | 30.3 um |
| Clk latency of the worst-skew pair | ~0.83 ns |
| Synth Flop Type | edfxtp_1 |
| Worst-path clk slew | 0.06 ns |
| Slew margin rel. | 28.4% |
| Clock Path Buffers | 3 |
| DRT iter0 DRCs | 2696 |
| CP Max Fanout | 24 |
| Fraction of registers with async set/reset | 0% |
| Ys flops | a little over 2000 |
| Crit-path max cell delay | 0.70 ns |
| Total grt overflow | 0 |
| Post-cts sizing count | 0 |
| Die width | 450 um |
| Seq share, synth | 77.1% |
| Setup Viol. Count Final | 0 |
| CP arrival | 16.05 ns |
| Final Cell Area | 90500 sq um |
| Max reg flops | between 2000 and 2500 |
| Crit end category | flop |
| DR WL met2 | 96000 um |
| Dominant logic cell type in the layout | edfxtp_1 |
| IO Port Bufs | 21 |
| Initial antenna violation count | 6 |
| Tally of OpenROAD warnings | 29 |
| Hold Crit Depth | 2 |
| CP required | 63.65 ns |
| FF/Latch Area | 61900 sq um |
| IO Count | 22 |
| Placed Area | about 84000 sq um |
| Dpl ws | about 47 ns |
| Met3 wire len | 35300 um |
| Worst path cell trace | clkdlybuf4s50_1 -> buf_4 -> and4b_1 -> buf_4 -> nand3_1 -> buf_4 -> nor2_1 |
| EDFF count, synth | 2048 |
| Reg2Reg Depth | 10 |
| CTS sink count | 2065 |
| Via Count | 39600 |
| Crit Path Class | primary input to flop |
| Final worst slack | roughly 48 ns |
| Fin Clk Skew | 0.0457 ns |
| RD Place Congestion | ~0.94 |
| RSZ-0062 raised after global routing | no |
| Area grow syn2layout | 12.9% |
| Most used cell, CP | buf_4 |
| Post-synth top area share | about three quarters |
| Die Area | 202000 sq um |
| VDD IR-drop max | approximately 26 uV |
| Largest net degree at the start of global routing | about 110 |
| CP max-delay cell | nand3_1 |
| Max-Cap Viols | 0 |
| Yosys cell types | 56 |
| Layout cells sized above 1 | a little over a fifth |
| Post-synthesis cell area | 80200 sq um |
| CTS tree | yes |
[metrics by stage]
stage	instances	hold slack, ns	total power [mW]
detailed placement	6527	0.594	1.66
floorplan	3933	0.564	1.60
CTS	6901	0.611	2.84
global placement	6527	0.587	1.66
global route	6902	0.661	2.90
finish	6903	0.614	2.82
[synthesized netlist by cell type, types with 4 or more instances]
cell	number
edfxtp_1	2048
mux4_2	432
nor2_1	292
mux2i_1	212
nand2_1	156
buf_2	96
clkbuf_1	89
o22ai_1	71
nand3_1	57
a22oi_1	48
nor3_1	42
a32oi_1	38
o21ai_0	38
a21oi_1	34
buf_4	34
a221oi_1	28
nor2b_1	24
nor4_1	18
a31oi_1	17
dfxtp_1	17
o221ai_1	16
mux2_2	12
nand4_1	12
nand2b_1	11
buf_1	10
buf_6	10
o32ai_1	8
o21a_1	6
a22o_1	5
and2_1	5
o211ai_1	4
or2_2	4
[metal layers]
layer	GRT usage (%)	vias to the layer above
li1	-	16700
met4	6.26	12
met3	17.4	384
met2	32.5	2727
met1	28.7	19800
met5	0.639	-
[worst min-delay path: stages, from the launching register on]
cell and delay, ns:
dfxtp_2 0.38, mux2i_1 0.14, nor2b_1 0.06
[final cells by class]
type                       count  share of cell area, %
multi-input combinational   1625                   19.0
clock buffer                 243                   5.76
sequential                  2065                   68.4
tap                         2640                   3.65
clock inverter               131                   1.49
timing repair buffer         193                   1.77
inverter                       4                 0.0194
antenna                        2                0.00553
[report_power, final]
part | total, mW | switching [mW] | internal [mW]
clock network | 1.18 | 0.506 | 0.678
registers | 1.51 | 0.00284 | 1.51
logic | 0.125 | 0.0849 | 0.0402
total | 2.82 | 0.594 | 2.22
[logic make-up after synthesis]
group | share of synthesized area, %
flops | 77.1
mux | 15.0
simple gates | 3.46
compound gates | 2.92
buf+inv | 1.54
[worst paths after layout]
| path | startpoint | to | slack (ns) |
|---|---|---|---|
| setup reg to reg | address_reg[1]$_SDFFE_PN0P_ | dout[3]$_SDFFE_PN0P_ | 58.02 |
| hold / removal | address_reg[5]$_SDFFE_PN0P_ | address_reg[5]$_SDFFE_PN0P_ | 0.61 |
| hold reg to reg | address_reg[5]$_SDFFE_PN0P_ | address_reg[5]$_SDFFE_PN0P_ | 0.61 |
| setup / recovery | rst_n | mem[223][4]$_DFFE_PP_ | 47.60 |
No activity file was given, so power comes from the tool's default toggle rates.
